## /design/flow/design.v

```verilog
`timescale 1ns/100ps
module ROM(A, Q);
parameter D_W = 8;  
parameter A_W = 4;  
parameter S = 2**A_W;  
input [A_W-1:0] A;
output [D_W-1:0] Q;
reg [D_W-1:0] MEM [S-1:0];
assign #1 Q = MEM[A];
integer i;
initial begin
    for(i = 0; i < S; i = i + 1)
        MEM[i] = {D_W{1'b0}};
end
task SET;
input [A_W-1:0] A;
input [D_W-1:0] D;
begin
    MEM[A] = D;
end
endtask
endmodule
module REG(CLK, CLR, D, Q);
parameter W = 4;
input CLK;
input CLR;
input [W-1:0] D;
output reg [W-1:0] Q;
always @(posedge CLK)
    if(CLR)
        Q <= #1 {W{1'b0}};
    else
        Q <= #1 D;
endmodule
module MUX16(Y, SEL, I);
output Y;
input [7:0] I;
input [2:0] SEL;
assign #1 Y = I[SEL];
endmodule
module MUX8(Y, SEL, I);
output Y;
input [7:0] I;
input [2:0] SEL;
assign #1 Y = I[SEL];
endmodule
module MUX4(Y, SEL, I);
output Y;
input [3:0] I;
input [1:0] SEL;
assign #1 Y = I[SEL];
endmodule
module MUX2(Y, SEL, I);
output Y;
input [1:0] I;
input SEL;
assign #1 Y = I[SEL];
endmodule
module TIMER(CLK, EN, T, TMO);
input CLK; 
input EN;
input [7:0] T;
output TMO;
reg [8:0] Q;
initial Q = 9'd0;
always @(posedge CLK) 
    Q <= #2 ((EN ? Q : T) + {9{~Q[8]}});
assign #2 TMO = Q[8];
endmodule
```

## /design/flow/run.sh

```bash
#!/bin/bash
# OpenROAD 26Q1-2900-gdf79404cd8, Yosys 0.63+post, stock flow scripts
make -C /OpenROAD-flow-scripts/flow DESIGN_CONFIG=/design/flow/config.mk WORK_HOME=/design/flow/orfs finish
```

## /design/flow/config.mk

```make
export PLATFORM = sky130hd
export DESIGN_NAME = TIMER
export DESIGN_NICKNAME = TIMER
export VERILOG_FILES = /design/flow/design.v
export SDC_FILE = /design/flow/constraint.sdc
export NUM_CORES = 4
export LEC_CHECK = 1
export CORE_AREA = 10 10 74 74
export DIE_AREA = 0 0 84 84
```

## /design/flow/constraint.sdc

```tcl
current_design TIMER

set clk_period 2.5
set clk_io_pct 0.2

create_clock -name clk0 -period $clk_period [get_ports {CLK}]

set non_clock_inputs [all_inputs -no_clocks]
set_input_delay [expr $clk_period * $clk_io_pct] -clock clk0 $non_clock_inputs
set_output_delay [expr $clk_period * $clk_io_pct] -clock clk0 [all_outputs]
```

==> impl_metrics.prom <==
# HELP chip_impl_metric Physical implementation figures
# TYPE chip_impl_metric gauge
chip_impl_metric{name="drc",unit=""} 0
chip_impl_metric{name="clkSlewWorstSetupHoldPaths",unit="ns"} 0.05
chip_impl_metric{name="max-clock-path-buffers",unit=""} 2
chip_impl_metric{name="route.antenna.diode_count",unit=""} 0
chip_impl_metric{name="fmaxAchievable",unit="GHz"} 0.437
chip_impl_metric{name="first_pass_grt_wire_length",unit="mm"} 2.27
chip_impl_info{name="largest-register",value="Q"} 1
chip_impl_metric{name="timing.final.max_slew_violations",unit=""} 0
chip_impl_metric{name="route.antenna.remaining_nets",unit=""} 0
chip_impl_metric{name="io_pins",unit=""} 11
chip_impl_metric{name="layout.filler_cells",unit=""} 424
chip_impl_info{name="reg_top3",value="Q x9"} 1
chip_impl_metric{name="drt_first_iter_violations",unit=""} 14
chip_impl_metric{name="intPower",unit="µW"} 833
chip_impl_metric{name="route.detailed.vias_per_inst",unit=""} 3.70
chip_impl_metric{name="syn2layout_area_growth",unit="%"} 44.7
chip_impl_metric{name="place.detailed.hpwl",unit="mm"} 1.09
chip_impl_metric{name="worst_ir_drop_vdd",unit="µV"} 269
chip_impl_metric{name="placeableCoreArea",unit="µm²"} 3970
chip_impl_metric{name="die_height",unit="µm"} 84
chip_impl_metric{name="place_worst_setup_slack",unit="ns"} -0.409
chip_impl_metric{name="final_area",unit="µm²"} 911
chip_impl_info{name="worst_r2r_startpoint",value="Q[8]$_DFF_P_"} 1
chip_impl_metric{name="fin_ws",unit="ns"} 0.213
chip_impl_info{name="reg2reg_to",value="Q[6]$_DFF_P_"} 1
chip_impl_metric{name="power_frac_comb",unit=""} 0.674
chip_impl_info{name="min_delay_worst_endpoint",value="Q[8]$_DFF_P_"} 1
chip_impl_metric{name="cts_sinks",unit=""} 9
chip_impl_metric{name="sw_ratio",unit=""} 0.368
chip_impl_metric{name="globalRouteTotalUtil",unit=""} 0.0372
chip_impl_metric{name="hold_ws",unit="ns"} 0.564
chip_impl_metric{name="routed_wirelength",unit="mm"} 1.26
chip_impl_metric{name="postSynthCellCount",unit=""} 66
chip_impl_metric{name="hold_fix_buffer_count_after_cts",unit=""} 0
chip_impl_metric{name="timing.reg2reg.setup_slack",unit="ns"} 0.42
chip_impl_info{name="crit_type",value="input port to flip-flop"} 1
chip_impl_metric{name="p_seq_frac",unit=""} 0.198
chip_impl_metric{name="wl_per_cell",unit="µm"} 8.98
chip_impl_metric{name="p_total",unit="mW"} 1.32
chip_impl_metric{name="clk_latency",unit="ns"} 0.23
chip_impl_metric{name="syn-cell-area",unit="µm²"} 629
chip_impl_metric{name="drive_gt1_frac",unit=""} 0.267
chip_impl_metric{name="synth_flops",unit=""} 9
chip_impl_metric{name="io_buffers",unit=""} 10
chip_impl_metric{name="chipArea",unit="µm²"} 7060
chip_impl_metric{name="crit_fanout",unit=""} 3
chip_impl_metric{name="grt_antenna_before_repair",unit=""} 0
chip_impl_metric{name="power.clock.fraction",unit=""} 0.127
chip_impl_metric{name="postPlaceCellArea",unit="µm²"} 871
chip_impl_metric{name="globalRoute.totalOverflow",unit=""} 0
chip_impl_metric{name="worst-endpoint-required",unit="ns"} 2.62
chip_impl_metric{name="grt_pass1_vias",unit=""} 532
chip_impl_metric{name="timing.max_cap.violations",unit=""} 0
chip_impl_metric{name="worst_slew_pin_slew",unit="ns"} 0.363
chip_impl_info{name="hold_path_class",value="flip-flop to flip-flop"} 1
chip_impl_metric{name="cts.repair_timing.setup_buffer_count",unit=""} 0
chip_impl_metric{name="largest_register_ffs",unit=""} 9
chip_impl_metric{name="detail_route.first_pass.iterations",unit=""} 4
chip_impl_metric{name="count_of_instantiated_cells_in_the_yosys_netlist",unit=""} 66
chip_impl_info{name="layout.cells.most_common",value="sky130_fd_sc_hd__buf_4"} 1
chip_impl_metric{name="worst_slew_margin_rel",unit=""} 0.757
chip_impl_metric{name="floorplan.rows",unit=""} 23
chip_impl_info{name="timing.critical_path.to_type",value="flip-flop"} 1
chip_impl_metric{name="worst_ep_arrival_time",unit="ns"} 2.40
chip_impl_metric{name="die-width",unit="µm"} 84
chip_impl_info{name="final_cell_mix",value="sky130_fd_sc_hd__buf_4, sky130_fd_sc_hd__dfxtp_1, sky130_fd_sc_hd__clkdlybuf4s50_1"} 1
chip_impl_info{name="hp-start",value="Q[8]$_DFF_P_"} 1
chip_impl_metric{name="yosysUniqueCellTypes",unit=""} 24
chip_impl_metric{name="timing.final.crit_period",unit="ns"} 2.29
chip_impl_metric{name="route.vias.total",unit=""} 518
chip_impl_info{name="cts_root_buffer_type",value="sky130_fd_sc_hd__clkbuf_8"} 1
chip_impl_metric{name="synth.avg_cell_area",unit="µm²"} 9.54
chip_impl_metric{name="final_report_hold_violation_count",unit=""} 0
chip_impl_metric{name="warning_count",unit=""} 25
chip_impl_metric{name="worst_r2r_path_depth",unit=""} 8
chip_impl_metric{name="yosys_chip_area",unit="µm²"} 629
chip_impl_metric{name="clock_tree.htree_level_count",unit=""} 1
chip_impl_metric{name="initial_utilization",unit=""} 0.158
chip_impl_info{name="worst_setup_path_start_kind",value="input port"} 1
chip_impl_metric{name="final_min_period_over_clock_period",unit=""} 0.915
chip_impl_metric{name="p_leak",unit="nW"} 0.396
chip_impl_metric{name="net-switching-power",unit="µW"} 485
chip_impl_info{name="rsz0062_at_grt",value="false"} 1
chip_impl_metric{name="synth_warnings",unit=""} 1
chip_impl_metric{name="grt_start_max_net_pins",unit=""} 9
chip_impl_metric{name="final_setup_violations",unit=""} 0
chip_impl_metric{name="ys_seq_share",unit=""} 0.286
chip_impl_info{name="tritoncts",value="yes"} 1
chip_impl_metric{name="power.density",unit="nW/µm²"} 1450
chip_impl_metric{name="routability_driven_placement_congestion_ratio",unit=""} 0.758
chip_impl_metric{name="cts-buffers-inserted",unit=""} 3
chip_impl_info{name="run_status",value="completed"} 1
chip_impl_metric{name="finalClockSkew",unit="ns"} 0.00449
chip_impl_metric{name="hold_depth",unit=""} 2
-- per-stage QoR --
stage / instances / utilization / TNS, ns
floorplan: 66 / - / 0
global placement: 136 / 0.219 / -1.42
detailed placement: 136 / 0.219 / -1.62
CTS: 140 / 0.230 / 0
global route: 140 / 0.229 / 0
finish: 140 / 0.229 / 0
-- synthesized netlist by cell type, drive strengths merged --
master | count | area, µm²
a2111o | 1 | 11.3
nand2 | 3 | 13.8
inv | 6 | 22.5
o21ai | 2 | 10.0
xnor2 | 5 | 43.8
nand2b | 2 | 12.5
nand3 | 1 | 5.00
nor2 | 3 | 11.3
mux2 | 7 | 78.8
a21oi | 7 | 35.0
o21bai | 1 | 7.51
dfxtp | 9 | 180
xor2 | 1 | 8.76
fa | 1 | 20.0
clkbuf | 1 | 3.75
nor3 | 2 | 15.0
mux2i | 2 | 20.0
ha | 8 | 100
nand4b | 1 | 8.76
a211oi | 1 | 7.51
a31oi | 1 | 6.26
a21o | 1 | 7.51
-- power by group through the flow --
stage	registers, mW	clock network, mW	logic [mW]
finish	0.261	0.168	0.889
global route	0.270	0.181	1.02
CTS	0.262	0.173	0.906
-- metal layers --
| metal | share of wire | GRT usage | up-vias | wire (µm) |
|---|---|---|---|---|
| met5 | 0 | 0 | - | 0 |
| met4 | 0 | 0.00457 | 0 | 0 |
| met3 | 0.049 | 0.0167 | 0 | 61 |
| met2 | 0.46 | 0.0571 | 6 | 573 |
| met1 | 0.49 | 0.0480 | 229 | 621 |
| li1 | - | - | 283 | - |
-- worst max-delay path by stage --
stage | start | endpoint | slack (ns)
5_1_grt | T[0] | Q[6]$_DFF_P_ | 0.06
6_report | T[0] | Q[6]$_DFF_P_ | 0.21
4_1_cts | EN | Q[7]$_DFF_P_ | 0.10
-- layout make-up --
| class | count | area, µm² | area share |
|---|---|---|---|
| Clock buffer | 4 | 45.0 | 0.0495 |
| Inverter | 6 | 22.5 | 0.0247 |
| Sequential cell | 9 | 180 | 0.198 |
| Timing Repair Buffer | 21 | 178 | 0.195 |
| Multi-Input combinational cell | 50 | 423 | 0.464 |
| Tap cell | 50 | 62.6 | 0.0687 |
-- worst max-delay path, stage by stage --
cell and delay, ns:
sky130_fd_sc_hd__clkdlybuf4s50_1 0.45, sky130_fd_sc_hd__mux2_2 0.14, sky130_fd_sc_hd__ha_1 0.19, sky130_fd_sc_hd__inv_1 0.06, sky130_fd_sc_hd__fa_1 0.38, sky130_fd_sc_hd__nand2b_1 0.16, sky130_fd_sc_hd__a21oi_1 0.24, sky130_fd_sc_hd__a31oi_1 0.15
sky130_fd_sc_hd__xnor2_1 0.14
-- repair_timing --
| action | in CTS | in global routing |
|---|---|---|
| gates cloned | 0 | 0 |
| setup endpoints to repair | 4 | 1 |
| resized | 1 | 2 |
-- cells by family (layout without fill, tap and decap cells) --
kind of cell               Yosys count  count (layout)  share of synthesized area
xor gates and xnor gates             6               6                     0.0835
adders and majority gates            9               9                      0.191
buffers and inverters                7              31                     0.0417
AOI/OAI and AO/OA                   14              14                      0.135
DFF                                  9               9                      0.286
muxes                                9               9                      0.157
and+or+nand+nor                     12              12                      0.105
Power figures rest on the tool's default switching activity, not on a simulated workload.
